--- ./design.v ---
module WriteBack(WriteReg, RegWrite, MemToReg, ALUResult, ReadData, Result,
				 WriteRegOut, RegWriteOut);
	input logic [4:0] WriteReg;
	input logic RegWrite, MemToReg;
	input logic [31:0] ALUResult, ReadData;
	output logic [31:0] Result;
	output logic [4:0] WriteRegOut;
	output logic RegWriteOut;
	always_comb begin 
		if(MemToReg == 1) begin
			Result <= ReadData;
		end 
		else begin
			Result <= ALUResult;
		end
	end
	assign WriteRegOut = WriteReg;
	assign RegWriteOut = RegWrite;
endmodule
--- ./run.sh ---
#!/bin/bash
# OpenROAD 26Q1-2900-gdf79404cd8, Yosys 0.63+post, stock flow scripts
make -C /OpenROAD-flow-scripts/flow DESIGN_CONFIG=/design/flow/config.mk WORK_HOME=/design/flow/orfs finish
--- ./config.mk ---
export PLATFORM = sky130hd
export DESIGN_NAME = WriteBack
export DESIGN_NICKNAME = WriteBack
export VERILOG_FILES = /design/flow/design.v
export SDC_FILE = /design/flow/constraint.sdc
export NUM_CORES = 4
export LEC_CHECK = 1
export CORE_AREA = 10 10 70 70
export DIE_AREA = 0 0 80 80
--- ./constraint.sdc ---
current_design WriteBack

set clk_period 1.0
set clk_io_pct 0.2

create_clock -name clk0 -period $clk_period

set non_clock_inputs [all_inputs -no_clocks]
set_input_delay [expr $clk_period * $clk_io_pct] -clock clk0 $non_clock_inputs
set_output_delay [expr $clk_period * $clk_io_pct] -clock clk0 [all_outputs]
==> impl_metrics.toml <==
# yosys + openroad results
[setup_path]
cp_max_fo = 5
cp_slowest_cell = "mux2_4"
critPathArrivalTime_ns = 0.97
cp-end-kind = "output port"
start_kind = "input pin"
critPathBufInv = 4
path_cells = "buf_12, buf_12, buf_6, mux2_4, buf_6"
cpPeakStageDelay_ns = 0.29
worstSetupPathType = "in -> out"
cp_top_family = "buffers and inverters"
critPathRequiredTime_ns = 0.80

[floorplan]
dieWidth_um = 80
rows = 21
core_region_area_um2 = 3420
die-area_um2 = 6400
fp.dieH_um = 80
num_io_pins = 109
fp_util_pct = 17.3

[synthesis]
most_common_cell = "mux2_4"
syn_area_um2 = 589
synth_area_per_cell_um2 = 14.0
yosys.area.top_type = "mux2_4"
top_cell_area_share_pct = 76.4
synth_cell_types = 5
synth-cells-yosys = 42
syn_inst = 42
ys_seq_share_pct = 0
topCellsByArea = "mux2_4, buf_12, buf_4"
common_cells = "mux2_4, buf_4, buf_12, mux2_2, buf_6"
yosys_warnings = 1
yosys_area_um2 = 589

[pwr]
leakagePower_nw = 0.935
powerDensity_nw_per_um2 = 389
vdd_drop_max_mv = 0.159

[job]
max_cap_viol_count = 0
warnings = 34

[routing]
vias = 709
antenna-diode-count = 0
post_drt_wl_per_cell_um = 15.8
antenna_left = 0
drtPass1Iterations = 2
drc_errors = 0
wl_met2_mm = 1.79
routed.top_layer = "met3"
wl_met1_um = 933
drt-initial-drc-count = 4
routed_wl_mm = 2.95
vias_per_cell = 3.79
route.met3.wl_um = 229

[timing]
fin_crit_ns = 1.17
final_max_slew_viol_count = 0
rsz0062_at_grt = "yes"
whs_ns = 0.400
worst_pin_slew_ns = 0.0915
fmax_ghz = 0.852
relSlewSlack_pct = 93.9
finalSetupViolCount = 32
setup_ws_ns = -0.174
hold_viol_final = 0
finalClockPeriodUsage_pct = 117

[status]
violations = "negative setup slack"
run_status = "complete, but fails checks"

[finish]
instances_no_fill = 187
seq_area_um2 = 0
final.clkbuf_count = 0
nFillCells = 338
comb_area_um2 = 480
drive_above_1_share_pct = 54.6
finish.utilization_pct = 47.8
design.seq.count = 0
syn_to_final_growth_pct = 177

[global_route]
grt_pass1_vias = 822
grt_max_degree = 11
grt_pass1_wl_mm = 4.36
track_usage_pct = 8.27
antenna_found_initial = 0
grt_remaining_overflow = 0

[place]
gp_congestion = 0.714
dp_slack_ns = -0.497
dp_cells = 177
numPortBuffers = 97

[hold_path]
hp-class = "in -> out"
==> power breakdown <==
part	internal [W]	total, W	switching [W]
combinational	0.000495	0.000636	0.000141
sequential	0	0	0
clock	0	0	0
total	0.000495	0.000636	0.000141
==> metal layers <==
metal,up-vias,global-route usage [%]
li1,352,-
met1,324,8.44
met4,0,0.176
met5,-,0
met2,33,17.3
met3,0,1.59
==> cell families (layout without fill, tap and decap cells) <==
logic type	count (synthesis)	in the layout	share of synthesized area (%)
muxes	32	32	80.3
buffers and inverters	10	109	19.7
==> layout make-up <==
type,count,share of cell area [%]
repair buffers,109,67.0
well taps,46,3.52
multi-input cells,32,29.4
==> cell usage in the layout (no fill, tap or decap) <==
master / synthesis / routed
mux2_4: 30 / 32
buf_16: 0 / 3
dlygate4sd2_1: 0 / 50
buf_2: 0 / 14
dlymetal6s2s_1: 0 / 9
clkdlybuf4s50_1: 0 / 5
buf_6: 1 / 25
buf_12: 3 / 3
==> final timing paths <==
path	start	end	slack, ns	cells after the start
worst min-delay path	RegWrite	RegWriteOut	0.40	0
worst max-delay path	MemToReg	Result[19]	-0.17	5
==> through the flow <==
step | total power [W] | setup TNS, ns | instance area (um^2)
6_report | 0.000636 | -3.40 | 1630
5_1_grt | 0.000680 | -4.05 | 1630
4_1_cts | 0.000628 | -3.85 | 1570
3_5_place_dp | 0.000658 | -15.37 | 1540
3_3_place_gp | 0.000656 | -15.33 | 1540
2_1_floorplan | 0.000220 | 0 | 589
==> what timing repair did <==
action	CTS	global route
buffers inserted	7	0
resized	174	16
gates cloned	3	0
hold buffers	0	0
setup endpoints to repair	32	32
Power figures rest on the tool's default switching activity, not on a simulated workload.
