==> design.v <==
module andN #(parameter N = 32)(A, B, Y);
  input logic [N-1:0] A, B;
  output logic [N-1:0] Y;
   assign Y = (A & B);
endmodule
==> run.sh <==
#!/bin/bash
# OpenROAD 26Q1-2900-gdf79404cd8, Yosys 0.63+post, stock flow scripts
make -C /OpenROAD-flow-scripts/flow DESIGN_CONFIG=/design/flow/config.mk WORK_HOME=/design/flow/orfs finish
==> config.mk <==
export PLATFORM = sky130hd
export DESIGN_NAME = andN
export DESIGN_NICKNAME = andN
export VERILOG_FILES = /design/flow/design.v
export SDC_FILE = /design/flow/constraint.sdc
export NUM_CORES = 4
export LEC_CHECK = 1
export CORE_AREA = 10 10 70 70
export DIE_AREA = 0 0 80 80
==> constraint.sdc <==
current_design andN

set clk_period 1.0
set clk_io_pct 0.2

create_clock -name clk0 -period $clk_period

set non_clock_inputs [all_inputs -no_clocks]
set_input_delay [expr $clk_period * $clk_io_pct] -clock clk0 $non_clock_inputs
set_output_delay [expr $clk_period * $clk_io_pct] -clock clk0 [all_outputs]
==> out/results.txt <==
Run status: completed
Largest net degree at the start of global routing: 2
Synth cell types: 1
Total grt overflow: 0
Vias in the first global route: 637
Final critical-path share of the clock period: 89.2%
Gpl congestion: 0.800
Avg Inst Size Synth: 6.26 um2
Pleak: 0.576 nW
Crit-path cells: dlygate4sd2_1 > and2_1 > buf_2
Max-Cap Viols: 0
Tmin final: 0.892 ns
Fin. Hold Viols: 0
Num rows: 21
Tally of OpenROAD warnings: 32
Drt initial violations: 1
Chip Area: 6400 um2
DR pass1 iterations: 2
Core outline area: 3420 um2
Setup ws final: 0.108 ns
Max Freq: 1120 MHz
Max-slew violation count: 0
Post-DP Area: 1220 um2
Crit path buf inv count: 2
CP max FO: 1
Sequential-to-total area share from yosys stat: 0%
Unrepaired setup endpoints after global routing: false
Hold EP: Y[28]
Post-synthesis cell count: 32
Worst Path Required: 0.80 ns
Logic area: 203 um2
Nature of the critical path startpoint: primary input
Top-Level Pins: 96
Worst Tran Pin Value: 0.0581 ns
Hold Path Depth: 3
Vias per Instance: 3.20
Setup violators final: 0
Hold WS: 0.766 ns
PD cells: 253 nW/um2
Syn Std Cell Area: 200 um2
Filler cell count: 431
Antenna cell count: 0
YS chip area: 200 um2
Routed wire per std cell: 12.8 um
First-pass GRT wire length: 3050 um
Design area: 981 um2
Ys cells: 32
CLK BUF: 0
Synth-to-layout area growth: 390%
Total number of vias: 557
Hold Path Class: in -> out
Seq cells: 0
Die Height: 80 um
CP Class: in -> out
ANT nets after route: 0
Hold_sp: A[28]
DP Wirelength: 2210 um
Largest vdd supply drop: 0.0747 mV
Cell family with most CP delay: buffers and inverters
Pre-CTS WS: -0.468 ns
All-layer global routing usage: 5.89%
Slew HR: 96.1%
Fp_density: 5.86%
Die width: 80 um
Max stage delay on crit path: 0.23 ns
IO Port Bufs: 96
Max stage delay cell, worst path: dlygate4sd2_1
Number of synthesis warnings: 0
DRC viols: 0
CP arrival: 0.69 ns
CP Capture Type: output pin
Antenna violations before repair: 0
Layout cells sized above 1: 25.8%
Register area: 0 um2
WL final: 2220 um
[worst min-delay path: cells and delay by family]
kind                   cells  cell delay [ns]
buffers and inverters      2             0.27
AND/OR/NAND/NOR            1             0.10
[Yosys cell counts]
cell    instances  area share, %
and2_1         32            100
[worst max path at each step]
| stage | from | endpoint | slack (ns) | cells after the start |
|---|---|---|---|---|
| after CTS | B[26] | Y[26] | 0.1 | 3 |
| final | B[16] | Y[16] | 0.11 | 3 |
| after global routing | B[13] | Y[13] | 0.07 | 3 |
[metrics by stage]
| step | setup TNS [ns] | utilization [%] | cells | total power, mW |
|---|---|---|---|---|
| after detailed placement | -14.02 | 35.7 | 174 | 0.409 |
| after global routing | 0 | 28.7 | 174 | 0.276 |
| after floorplan | 0 | - | 32 | 0.0314 |
| after CTS | 0 | 28.7 | 174 | 0.257 |
| after global placement | -13.82 | 35.7 | 174 | 0.405 |
| final | 0 | 28.7 | 174 | 0.248 |
[layout make-up]
| class | count | share of cell area (%) |
|---|---|---|
| repair buffers | 96 | 73.5 |
| well taps | 46 | 5.87 |
| multi-input cells | 32 | 20.7 |
[logic make-up after synthesis]
group / share of synthesized area (%)
simple gates: 100
[report_power, final]
group / internal, mW / switching (mW)
Combinational: 0.199 / 0.0485
Sequential: 0 / 0
Clock: 0 / 0
Total: 0.199 / 0.0485
[repair_timing]
item	4_1_cts	5_1_grt
resized	161	0
setup buffers	0	0
setup endpoints to repair	32	0
hold buffers	0	0
[layout by cell type, fill, tap and decap left out]
cell / n
dlygate4sd2_1: 64
buf_2: 32
and2_1: 31
and2_4: 1
[metal layers]
layer | GRT usage (%) | part of all wire, %
met5 | 0 | 0
met1 | 4.68 | 30
met2 | 11.7 | 52
met3 | 4.32 | 18
met4 | 0 | 0
No activity file was given, so power comes from the tool's default toggle rates.
