===== ./run.sh =====
#!/bin/bash
# OpenROAD 26Q1-2900-gdf79404cd8, Yosys 0.63+post, stock flow scripts
make -C /OpenROAD-flow-scripts/flow DESIGN_CONFIG=/design/flow/config.mk WORK_HOME=/design/flow/orfs finish

===== ./config.mk =====
export PLATFORM = sky130hd
export DESIGN_NAME = AddSubN
export DESIGN_NICKNAME = AddSubN
export VERILOG_FILES = /design/flow/design.v
export SDC_FILE = /design/flow/constraint.sdc
export NUM_CORES = 4
export LEC_CHECK = 1
export CORE_AREA = 10 10 98 98
export DIE_AREA = 0 0 108 108

===== ./constraint.sdc =====
current_design AddSubN

set clk_period 13.3
set clk_io_pct 0.2

create_clock -name clk0 -period $clk_period

set non_clock_inputs [all_inputs -no_clocks]
set_input_delay [expr $clk_period * $clk_io_pct] -clock clk0 $non_clock_inputs
set_output_delay [expr $clk_period * $clk_io_pct] -clock clk0 [all_outputs]

===== ./design.v =====
module AddSubN #(parameter N = 32)(A, B, OP, Sum);
	input logic [N-1:0] A, B;
	input OP;
	output logic [N-1:0] Sum;
	logic [N-1:0] Bin;
	logic [N-1:0] C_out_array;
	always_comb begin
		if (OP == 1) begin
			 Bin <= ~B;
		end
		else begin
			Bin <= B;
		end
	end
	genvar i;
	generate
		for(i = 0; i < N; i++)begin
			if (i == 0) begin
				fadder fadder_i (
					.A(A[i]),
					.B(Bin[i]),
					.Cin(1'b0),
					.Sum(Sum[i]),
					.Cout(C_out_array[i])
				);
			end
			else begin
				fadder fadder_i (
					.A(A[i]),
					.B(Bin[i]),
					.Cin(C_out_array[i-1]),
					.Sum(Sum[i]),
					.Cout(C_out_array[i])
				);
			end
		end
	endgenerate
endmodule
module fadder (A, B, Cin, Sum, Cout);
	input logic A, B, Cin;
	output logic Sum, Cout;
	assign Sum = A ^ B ^ Cin;
	assign Cout = (A & B) | (Cin & A) | (Cin & B);
endmodule

==> impl_results.html <==
<p>Metrics extracted from the flow reports.</p>
<table>
<tr><th>Metric</th><th>Value</th></tr>
<tr><th colspan="2">Floorplanning</th></tr>
<tr><td>Chip Width</td><td>108 um</td></tr>
<tr><td>Initial Utilization</td><td>18.9%</td></tr>
<tr><td>Site Rows</td><td>32</td></tr>
<tr><td>Area of the die</td><td>0.0117 mm^2</td></tr>
<tr><td>I/O pin count</td><td>97</td></tr>
<tr><td>Overall die height</td><td>108 um</td></tr>
<tr><td>Floorplan core area</td><td>0.00765 mm^2</td></tr>
<tr><th colspan="2">Global routing</th></tr>
<tr><td>Global-route wire length before repair</td><td>5410 um</td></tr>
<tr><td>Gr ovfl total</td><td>0</td></tr>
<tr><td>Pin count of the biggest net entering global routing</td><td>30</td></tr>
<tr><td>Total routing usage reported by global routing</td><td>5.82%</td></tr>
<tr><td>Via count of the first global-routing pass</td><td>1107</td></tr>
<tr><td>Number of antenna violations at the first check in global routing</td><td>0</td></tr>
<tr><th colspan="2">Cells and area</th></tr>
<tr><td>FFs &amp; Latches</td><td>0</td></tr>
<tr><td>Share of post-route cells with drive strength above 1</td><td>23.8%</td></tr>
<tr><td>Flip-flop and latch area</td><td>0 um^2</td></tr>
<tr><td>Layout overhead on the synthesized area</td><td>57.5%</td></tr>
<tr><td>Clkbuf count</td><td>0</td></tr>
<tr><td>Fillcell total</td><td>812</td></tr>
<tr><th colspan="2">STA</th></tr>
<tr><td>Hold violation total from the final report</td><td>0</td></tr>
<tr><td>Post-route setup TNS</td><td>-22980 ps</td></tr>
<tr><td>Worst Setup Slack, final</td><td>-3620 ps</td></tr>
<tr><td>Post-layout minimum cycle time</td><td>16920 ps</td></tr>
<tr><td>Setup repair after global routing missed its margin</td><td>yes</td></tr>
<tr><td>Final cycle utilization of the critical path</td><td>127%</td></tr>
<tr><td>Number of slew-limit violations in the final report</td><td>0</td></tr>
<tr><td>Slew HR</td><td>67.1%</td></tr>
<tr><td>Timing-limited maximum frequency</td><td>0.0591 GHz</td></tr>
<tr><td>Transition at the pin with the smallest max-transition slack</td><td>493 ps</td></tr>
<tr><td>Final setup violation count</td><td>12</td></tr>
<tr><th colspan="2">Pwr</th></tr>
<tr><td>Max IR drop VDD</td><td>0.0200 mV</td></tr>
<tr><td>Leakage</td><td>0.000995 uW</td></tr>
<tr><td>Power density over the cells</td><td>54.3 mW/mm^2</td></tr>
<tr><th colspan="2">Logic synthesis</th></tr>
<tr><td>Library cell with the largest summed area after synthesis</td><td>sky130_fd_sc_hd__fa_1</td></tr>
<tr><td>Post-synth top area share</td><td>41.5%</td></tr>
<tr><td>Area figure in the yosys stat output</td><td>0.00145 mm^2</td></tr>
<tr><td>Register area share after synthesis</td><td>0%</td></tr>
<tr><td>Number of instances in the synthesized netlist</td><td>160</td></tr>
<tr><td>Number of cells in Yosys stat</td><td>160</td></tr>
<tr><td>Largest cells by area after synthesis</td><td>sky130_fd_sc_hd__fa_1 (41%), sky130_fd_sc_hd__xnor2_1 (19%), sky130_fd_sc_hd__buf_4 (17%)</td></tr>
<tr><td>Count of unique library cells instantiated by Yosys</td><td>11</td></tr>
<tr><td>Netlist area before placement</td><td>0.00145 mm^2</td></tr>
<tr><td>Number of synthesis warnings</td><td>1</td></tr>
<tr><td>Mean instance size in the synthesized netlist</td><td>9.06 um^2</td></tr>
<tr><th colspan="2">Status</th></tr>
<tr><td>Violated checks</td><td>negative setup slack</td></tr>
<tr><td>Run status</td><td>finished, violations left</td></tr>
<tr><th colspan="2">Detailed routing</th></tr>
<tr><td>Detailed-router iteration count before antenna repair</td><td>4</td></tr>
<tr><td>Post-Route WL</td><td>3610 um</td></tr>
<tr><td>Antenna diodes</td><td>0</td></tr>
<tr><td>Post-DR wirelength/cell</td><td>11.1 um</td></tr>
<tr><td>DRC violation count after routing</td><td>0</td></tr>
<tr><td>Routed vias/inst</td><td>3.19</td></tr>
<tr><td>Via count</td><td>1037</td></tr>
<tr><td>DR iter-0 viols</td><td>18</td></tr>
<tr><td>Remaining number of nets flagged by the antenna check after routing</td><td>0</td></tr>
<tr><th colspan="2">Setup path</th></tr>
<tr><td>CP Data Required Time</td><td>10640 ps</td></tr>
<tr><td>Maximum fanout encountered on the critical timing path</td><td>3</td></tr>
<tr><td>Setup CP Type</td><td>in -&gt; out</td></tr>
<tr><td>Endpoint type of the worst setup path</td><td>primary output</td></tr>
<tr><td>Most Frequent Cell on Critical Path</td><td>sky130_fd_sc_hd__fa_2</td></tr>
<tr><td>Arrival @ worst endpoint</td><td>14260 ps</td></tr>
<tr><td>Category of the worst setup path launch point</td><td>input pin</td></tr>
<tr><td>Slowest stage cell, crit path</td><td>sky130_fd_sc_hd__fa_2</td></tr>
<tr><td>Worst stage delay on the critical path</td><td>390 ps</td></tr>
<tr><th colspan="2">Run</th></tr>
<tr><td>Number of max-cap violations</td><td>0</td></tr>
<tr><td>Number of warnings in the stage logs</td><td>35</td></tr>
<tr><th colspan="2">Placed design</th></tr>
<tr><td>Post-DP HPWL</td><td>3420 um</td></tr>
<tr><td>Count of input and output buffers</td><td>97</td></tr>
<tr><td>Final RePlAce weighted congestion</td><td>0.775</td></tr>
<tr><td>Post-Place Worst Slack</td><td>-4550 ps</td></tr>
<tr><th colspan="2">Min path</th></tr>
<tr><td>Class of the tightest hold or removal check</td><td>in -&gt; out</td></tr>
</table>
-- layout by cell type, fill, tap and decap left out, drive strengths merged --
cell type and instances:
clkdlybuf4s50 79, inv 59, xnor2 32, fa 30
buf 16, dlygate4sd2 3, xor2 2, ha 1
clkdlybuf4s15 1
-- stage by stage --
stage	power (uW)	hold WS (ps)	utilization, %	instance area, um^2	std cells
after detailed placement	139	6200	30.4	2330	325
after global routing	143	6110	29.8	2280	325
final	124	6070	29.8	2280	325
after CTS	129	6090	29.8	2280	325
after global placement	138	6190	30.4	2330	325
after floorplan	88.9	5530	-	1520	160
-- path summary, 6_finish.rpt --
| check | from | endpoint | slack (ps) | cells after the start |
|---|---|---|---|---|
| hold / removal | B[31] | Sum[31] | 6070 | 4 |
| setup / recovery | OP | Sum[31] | -3620 | 37 |
-- kinds of logic after synthesis --
| group | after synthesis | synth area share (%) |
|---|---|---|
| buf+inv | 95 | 36.1 |
| xor+xnor | 34 | 21.6 |
| fa+ha+maj | 31 | 42.3 |
-- cells in the mapped netlist, drive strengths merged --
library cell	count
inv	59
xor2	2
fa	30
ha	1
xnor2	32
buf	36
-- power by group --
group	internal, uW	switching, uW
registers	0	0
logic	81.9	42.1
clock network	0	0
-- what timing repair did --
item,in CTS,in global routing
cloned,0,0
hold buffers,0,0
endpoints found under the setup margin,14,13
pin swaps,1,0
buffers inserted,0,0
gates resized,54,0
-- per-layer routing --
| metal | part of all wire [%] | vias to the layer above | GRT usage (%) |
|---|---|---|---|
| met4 | 0 | 0 | 0 |
| met1 | 38 | 472 | 7.22 |
| met2 | 49 | 54 | 9.78 |
| met3 | 14 | 0 | 2.59 |
| met5 | 0 | - | 0 |
| li1 | - | 511 | - |
-- critical path: cells and delay by family --
kind	cells	cell delay [ps]
adders and majority gates	31	10910
xor gates and xnor gates	3	440
buffers and inverters	3	250
-- area by class of cell --
type / count / area (um^2) / share of cell area (%)
timing repair buffer: 99 / 922 / 40.4
inverter: 59 / 221 / 9.70
tap: 102 / 128 / 5.59
multi-input combinational: 65 / 1010 / 44.3
Power is estimated from default activity; no workload was simulated.
